[./design.v]
module async_fifo #(parameter DSIZE = 8,
                    parameter ASIZE = 4)
            (
                rdata,
                wfull,
                rempty,
                wdata,
                winc, 
                wclk, 
                wrst_n,
                rinc, 
                rclk, 
                rrst_n
            );
output [DSIZE-1:0]  rdata;
output              wfull;
output              rempty;
input [DSIZE-1:0]   wdata;
input               winc;
input               wclk;
input               wrst_n;
input               rinc;
input               rclk;
input               rrst_n;
wire [ASIZE-1:0]    waddr;
wire [ASIZE-1:0]    raddr;
wire [ASIZE:0]      wptr;
wire [ASIZE:0]      rptr;
wire [ASIZE:0]      wq2_rptr;
wire [ASIZE:0]      rq2_wptr;
gray_sync2d #(ASIZE) sync_r2w (
    .o_ptr(wq2_rptr), 
    .i_ptr(rptr),
    .des_clk(wclk), 
    .des_rst_n(wrst_n)
);
gray_sync2d #(ASIZE) sync_w2r (
    .o_ptr(rq2_wptr), 
    .i_ptr(wptr),
    .des_clk(rclk), 
    .des_rst_n(rrst_n)
);
fifomem #(DSIZE, ASIZE) fifomem (
    .rdata(rdata), 
    .wdata(wdata),
    .waddr(waddr), 
    .raddr(raddr),
    .wclken(winc), 
    .wfull(wfull),
    .wclk(wclk)
);
rptr_empty #(ASIZE) rptr_empty(
    .rempty(rempty),
    .raddr(raddr),
    .rptr(rptr), 
    .rq2_wptr(rq2_wptr),
    .rinc(rinc), 
    .rclk(rclk),
    .rrst_n(rrst_n)
);
wptr_full #(ASIZE) wptr_full (
    .wfull(wfull), 
    .waddr(waddr),
    .wptr(wptr), 
    .wq2_rptr(wq2_rptr),
    .winc(winc), 
    .wclk(wclk),
    .wrst_n(wrst_n)
);
endmodule
module fifomem #(parameter DATASIZE = 8,  
                 parameter ADDRSIZE = 4)  
                 (rdata,
                  wdata,
                  waddr, 
                  raddr,
                  wclken, 
                  wfull, 
                  wclk
                 );
output [DATASIZE-1:0] rdata;
input [DATASIZE-1:0] wdata;
input [ADDRSIZE-1:0] waddr;
input [ADDRSIZE-1:0] raddr;
input wclken;
input wfull;
input wclk;
localparam DEPTH = 1<<ADDRSIZE;
reg [DATASIZE-1:0] mem [0:DEPTH-1];
assign rdata = mem[raddr];
always @(posedge wclk)
    if (wclken && !wfull) mem[waddr] <= wdata;
endmodule
module gray_sync2d #(parameter ADDRSIZE = 4)
    (o_ptr,
    i_ptr,
    des_clk,
    des_rst_n
    );
output [ADDRSIZE:0] o_ptr;
input [ADDRSIZE:0] i_ptr;
input des_clk;
input des_rst_n;
reg [ADDRSIZE:0] o_ptr;
reg [ADDRSIZE:0] temp_ptr;
always @(posedge des_clk or negedge des_rst_n)
    if (!des_rst_n) {o_ptr,temp_ptr} <= 0;
    else {o_ptr,temp_ptr} <= {temp_ptr,i_ptr};
endmodule
module rptr_empty #(parameter ADDRSIZE = 4)
    (rempty,
     raddr,
     rptr,
     rq2_wptr,
     rinc, 
     rclk, 
     rrst_n
    );
output                  rempty;
output [ADDRSIZE-1:0]   raddr;
output [ADDRSIZE :0]    rptr;
input [ADDRSIZE :0]     rq2_wptr;
input                   rinc;
input                   rclk;
input                   rrst_n;
reg [ADDRSIZE:0]        rbin;
wire                    rempty_val;
reg                     rempty;
reg [ADDRSIZE :0]       rptr;
wire [ADDRSIZE:0]       rgraynext;
wire [ADDRSIZE:0]       rbinnext;
always @(posedge rclk or negedge rrst_n)
    if (!rrst_n) {rbin, rptr} <= 0;
    else {rbin, rptr} <= {rbinnext, rgraynext};
assign raddr = rbin[ADDRSIZE-1:0];
assign rbinnext = rbin + (rinc & ~rempty);
assign rgraynext = (rbinnext>>1) ^ rbinnext;
assign rempty_val = (rgraynext == rq2_wptr);
always @(posedge rclk or negedge rrst_n)
    if (!rrst_n) rempty <= 1'b1;
    else rempty <= rempty_val;
endmodule
module wptr_full #(parameter ADDRSIZE = 4)
       (wfull,
        waddr,
        wptr,
        wq2_rptr,
        winc, 
        wclk, 
        wrst_n
       );
output                  wfull;
output [ADDRSIZE-1:0]   waddr;
output [ADDRSIZE :0]    wptr;
input [ADDRSIZE :0]     wq2_rptr;
input                   winc;
input                   wclk;
input                   wrst_n;
wire                    wfull_val;
reg                     wfull;
reg [ADDRSIZE:0]        wbin;
reg [ADDRSIZE :0]       wptr;
wire [ADDRSIZE:0]       wgraynext;
wire [ADDRSIZE:0]       wbinnext;
always @(posedge wclk or negedge wrst_n)
    if (!wrst_n) {wbin, wptr} <= 0;
    else {wbin, wptr} <= {wbinnext, wgraynext};
assign waddr = wbin[ADDRSIZE-1:0];
assign wbinnext = wbin + (winc & ~wfull);
assign wgraynext = (wbinnext>>1) ^ wbinnext;
assign wfull_val = (wgraynext=={~wq2_rptr[ADDRSIZE:ADDRSIZE-1],wq2_rptr[ADDRSIZE-2:0]});
always @(posedge wclk or negedge wrst_n)
    if (!wrst_n) wfull <= 1'b0;
    else wfull <= wfull_val;
endmodule
[./constraint.sdc]
current_design async_fifo

set clk_period 4.5
set clk_io_pct 0.2

create_clock -name clk0 -period $clk_period [get_ports {rclk}]
create_clock -name clk1 -period $clk_period [get_ports {wclk}]

set non_clock_inputs [all_inputs -no_clocks]
set_input_delay [expr $clk_period * $clk_io_pct] -clock clk0 $non_clock_inputs
set_output_delay [expr $clk_period * $clk_io_pct] -clock clk0 [all_outputs]
[./config.mk]
export PLATFORM = sky130hd
export DESIGN_NAME = async_fifo
export DESIGN_NICKNAME = async_fifo
export VERILOG_FILES = /design/flow/design.v
export SDC_FILE = /design/flow/constraint.sdc
export NUM_CORES = 4
export LEC_CHECK = 1
export CORE_UTILIZATION = 40
[./run.sh]
#!/bin/bash
# OpenROAD 26Q1-2900-gdf79404cd8, Yosys 0.63+post, stock flow scripts
make -C /OpenROAD-flow-scripts/flow DESIGN_CONFIG=/design/flow/config.mk WORK_HOME=/design/flow/orfs finish
==> results_slide.txt <==
Key Metrics from the Run

Yosys
  – Area leader share: 0.604
  – Post-Syn Area: roughly 6400 um^2
  – Register area share after synthesis: 0.762
  – Top cells by area: edfxtp_1 60%, dfrtp_1 15%, mux4_2 11%
  – Ys cells: 322
  – Mapped Avg Cell Area: about 20 um^2
  – Unique cell types: 28
  – Yosys Warn Count: 4
  – Syn Inst Count: approximately 320
  – Yosys stat chip area: 6360 um^2
  – Cell type with the largest total area: edfxtp_1
  – Synth Register Bits: about 170

Die
  – I/O pins: 24
  – Die W: 128 um
  – Die area: 16400 um^2
  – Starting Density: 0.414
  – Die height: 128 um
  – Row count: 45
  – Core area: 15400 um^2

Pwr
  – PD cells: 700 nW/um^2
  – Worst IR drop on VDD: 0.000577 V
  – Total power: 5.31 mW
  – Lkg Pwr: 2.65 nW

Timing
  – Max-slew violation count: 0
  – Clock Skew: 0.00730 ns
  – Final setup viols: 0
  – Final hold slack: 0.202 ns
  – Slew HR: 0.417
  – Setup TNS: 0 ns
  – Worst-Margin Slew: 0.872 ns
  – RSZ-0062 raised after global routing: false
  – Final Hold Viols: 0

Worst setup path
  – CP peak stage delay: slightly below 0.7 ns
  – Worst Path Max Fanout: 8
  – Worst-path cell chain: nor2b_1 > a22oi_1 > nand2_1 > clkdlybuf4s50_1
  – CP max stage cell: nor2b_1
  – Crit path DAT: 2.37 ns
  – WP buf/inv: 1
  – Worst Setup Start Kind: flop
  – CP Class: flop to output port
  – CP top delay family: simple AND/OR/NAND/NOR gates
  – Setup crit end kind: output port
  – Worst endpoint required time: 3.60 ns

Global routing
  – Tot GR Track Use: 0.166
  – Vias in the first global route: between 3000 and 4000
  – Largest net degree at the start of global routing: 36
  – Initial antenna violation count: 0
  – Total gr overflow: 0
  – First-pass GRT wire length: 18200 um

Flow run
  – Max Cap Viol: 0
  – OpenROAD warning count: 26

Clock tree
  – CTS tree: built
  – Clock sinks: 168
  – Worst-path clk slew: ~0.060 ns
  – Setup bufs post-CTS: 0
  – Hold buffers post-CTS: 0
  – Cts repair resizes: 0

Detailed routing
  – Drt pass-1 iters: 4
  – Via/cell ratio: 5.08
  – DR DRC count: 0
  – Ant diodes: 0
  – First DRT Iteration DRCs: 239
  – Wire per inst: 19.8 um
  – Vias: around 3000
  – Detail Route Antenna Nets: 0
  – Final wirelength: approximately 12000 um

Place
  – I/O Buffers: 22
  – DP HPWL: about 7200 um
  – Placed Cells: 552
  – Routability cong.: around 0.83

Outcome
  – Status: finished clean

Worst hold path
  – Hold Path Class: flop to flop

Final layout
  – Share of cells above drive strength 1: 0.218
  – Most frequent cells in the layout: 128 x edfxtp_1, 38 x dfrtp_1, 32 x mux4_2
  – FILL cells: 1222
  – P&R area growth vs syn: 19.4%
  – Final Core Density: 0.494
  – Dominant logic cell type in the layout: edfxtp_1
  – Layout Cells excl Fill: 588
-- per-stage QoR --
stage               worst slack (ns)  area, um^2
finish                          1.23        7590
floorplan                       1.97        6360
global placement                1.48        6880
CTS                             1.20        7590
global route                    1.12        7590
detailed placement              1.41        6880
-- Yosys cell counts, drive strengths merged --
master	number
edfxtp	128
dfrtp	39
mux4	32
a22oi	16
nor2	15
nand2	13
xor2	13
buf	10
xnor2	10
nand3	8
inv	6
clkbuf	5
or3	5
ha	4
nor3	4
nand2b	3
a221oi	2
nor2b	2
a21boi	1
and2	1
and2b	1
and3	1
dfstp	1
xnor3	1
xor3	1
-- where the power goes --
part / switching, mW / leakage [nW] / total [mW] / internal (mW)
clock: 0.604 / 0.350 / 1.66 / 1.05
combinational: 0.752 / 0.672 / 1.51 / 0.761
sequential: 0.151 / 1.63 / 2.14 / 1.99
total: 1.51 / 2.65 / 5.31 / 3.81
-- worst register-to-register path, delay by kind of cell, from the launching register on --
family / cells / cell delay (ns)
compound gates: 1 / 0.23
simple gates: 1 / 0.38
xor+xnor: 2 / 0.45
flops: 1 / 0.32
fa+ha+maj: 1 / 0.32
buf+inv: 1 / 0.42
-- registers in the layout, summed over array words and instances, names as in the netlist --
signal / cells
fifomem.mem: 128
rptr_empty.rbin: 4
rptr_empty.rempty: 1
rptr_empty.rptr: 5
sync_r2w.o_ptr: 5
sync_r2w.temp_ptr: 5
sync_w2r.o_ptr: 5
sync_w2r.temp_ptr: 5
wptr_full.wbin: 4
wptr_full.wfull: 1
wptr_full.wptr: 5
-- logic make-up after synthesis --
kind of cell    Yosys count  synth area share
flops                   168             0.762
simple gates             53            0.0389
mux                      32             0.113
fa+ha+maj                 4           0.00787
buf+inv                  21            0.0142
xor+xnor                 25            0.0401
compound gates           19            0.0238
-- metal layers --
layer  GRT usage  wire (um)  up-vias
li1            -          -     1339
met1       0.231       4680     1515
met2       0.254       5760      124
met3      0.0961       1100        8
met4      0.0145         87        0
met5           0          0        -
-- worst paths after layout --
check	startpoint	slack, ns	depth (start not counted)	endpoint
setup / recovery	rptr_empty.rbin[2]	1.23	4	rdata[0]
hold / removal	rptr_empty.rptr[2]	0.20	0	sync_r2w.temp_ptr[2]
setup reg to reg	rptr_empty.rbin[1]	2.30	6	rptr_empty.rempty
hold reg to reg	rptr_empty.rptr[2]	0.20	0	sync_r2w.temp_ptr[2]
max in group clk1	winc	1.86	9	wptr_full.wfull
max in group asynchronous	rrst_n	3.24	2	rptr_empty.rempty
min in group clk0	sync_w2r.temp_ptr[4]	0.35	0	sync_w2r.o_ptr[4]
min in group asynchronous	wrst_n	0.82	2	wptr_full.wbin[2]
-- area by class of cell --
cell class	count	area, um^2	share of cell area
flip-flops and latches	168	4850	0.638
multi-input cells	133	1430	0.188
repair buffers	34	323	0.0425
inverters	6	22.5	0.00297
clock buffers	20	500	0.0659
clock inverters	16	210	0.0277
well taps	211	264	0.0348
Power and IR drop assume default switching activity.
